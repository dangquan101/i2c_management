==> ./design.v <==
`timescale 1ns / 1ps
module i2c_master(
	input wire clk,
	input wire rst,
	input wire [6:0] addr,
	input wire [7:0] data_in,
	input wire enable,
	input wire rw,
	output reg [7:0] data_out,
	output wire ready,
	inout i2c_sda,
	inout wire i2c_scl
	);
	localparam IDLE = 0;
	localparam START = 1;
	localparam ADDRESS = 2;
	localparam READ_ACK = 3;
	localparam WRITE_DATA = 4;
	localparam WRITE_ACK = 5;
	localparam READ_DATA = 6;
	localparam READ_ACK2 = 7;
	localparam STOP = 8;
	localparam DIVIDE_BY = 4;
	reg [7:0] state;
	reg [7:0] saved_addr;
	reg [7:0] saved_data;
	reg [7:0] counter;
	reg [7:0] counter2 = 0;
	reg write_enable;
	reg sda_out;
	reg i2c_scl_enable = 0;
	reg i2c_clk = 1;
	assign ready = ((rst == 0) && (state == IDLE)) ? 1 : 0;
	assign i2c_scl = (i2c_scl_enable == 0 ) ? 1 : i2c_clk;
	assign i2c_sda = (write_enable == 1) ? sda_out : 'bz;
	always @(posedge clk) begin
		if (counter2 == (DIVIDE_BY/2) - 1) begin
			i2c_clk <= ~i2c_clk;
			counter2 <= 0;
		end
		else counter2 <= counter2 + 1;
	end 
	always @(negedge i2c_clk, posedge rst) begin
		if(rst == 1) begin
			i2c_scl_enable <= 0;
		end else begin
			if ((state == IDLE) || (state == START) || (state == STOP)) begin
				i2c_scl_enable <= 0;
			end else begin
				i2c_scl_enable <= 1;
			end
		end
	end
	always @(posedge i2c_clk, posedge rst) begin
		if(rst == 1) begin
			state <= IDLE;
		end		
		else begin
			case(state)
				IDLE: begin
					if (enable) begin
						state <= START;
						saved_addr <= {addr, rw};
						saved_data <= data_in;
					end
					else state <= IDLE;
				end
				START: begin
					counter <= 7;
					state <= ADDRESS;
				end
				ADDRESS: begin
					if (counter == 0) begin 
						state <= READ_ACK;
					end else counter <= counter - 1;
				end
				READ_ACK: begin
					if (i2c_sda == 0) begin
						counter <= 7;
						if(saved_addr[0] == 0) state <= WRITE_DATA;
						else state <= READ_DATA;
					end else state <= STOP;
				end
				WRITE_DATA: begin
					if(counter == 0) begin
						state <= READ_ACK2;
					end else counter <= counter - 1;
				end
				READ_ACK2: begin
					if ((i2c_sda == 0) && (enable == 1)) state <= IDLE;
					else state <= STOP;
				end
				READ_DATA: begin
					data_out[counter] <= i2c_sda;
					if (counter == 0) state <= WRITE_ACK;
					else counter <= counter - 1;
				end
				WRITE_ACK: begin
					state <= STOP;
				end
				STOP: begin
					state <= IDLE;
				end
			endcase
		end
	end
	always @(negedge i2c_clk, posedge rst) begin
		if(rst == 1) begin
			write_enable <= 1;
			sda_out <= 1;
		end else begin
			case(state)
				START: begin
					write_enable <= 1;
					sda_out <= 0;
				end
				ADDRESS: begin
					sda_out <= saved_addr[counter];
				end
				READ_ACK: begin
					write_enable <= 0;
				end
				WRITE_DATA: begin 
					write_enable <= 1;
					sda_out <= saved_data[counter];
				end
				WRITE_ACK: begin
					write_enable <= 1;
					sda_out <= 0;
				end
				READ_DATA: begin
					write_enable <= 0;				
				end
				STOP: begin
					write_enable <= 1;
					sda_out <= 1;
				end
			endcase
		end
	end
endmodule
==> ./run.sh <==
#!/bin/bash
# OpenROAD 26Q1-2900-gdf79404cd8, Yosys 0.63+post, stock flow scripts
make -C /OpenROAD-flow-scripts/flow DESIGN_CONFIG=/design/flow/config.mk WORK_HOME=/design/flow/orfs finish
==> ./config.mk <==
export PLATFORM = sky130hd
export DESIGN_NAME = i2c_master
export DESIGN_NICKNAME = i2c_master
export VERILOG_FILES = /design/flow/design.v
export SDC_FILE = /design/flow/constraint.sdc
export NUM_CORES = 4
export LEC_CHECK = 1
export CORE_UTILIZATION = 40
==> ./constraint.sdc <==
current_design i2c_master

set clk_period 3.3
set clk_io_pct 0.2

create_clock -name clk0 -period $clk_period [get_ports {clk}]

set non_clock_inputs [all_inputs -no_clocks]
set_input_delay [expr $clk_period * $clk_io_pct] -clock clk0 $non_clock_inputs
set_output_delay [expr $clk_period * $clk_io_pct] -clock clk0 [all_outputs]
==> impl_metrics.csv <==
group,metric,value,unit
status,status,"stopped before the end",
status,stop_stage,"4_1_cts",
status,toolErrorMsg,"[error] [KeplerFormal.cpp:679] Workflow failed: Iso has multiple drivers: .i2c_sda0, i2c_sda$_DFFE_NP1P_.Q0",
synthesis,avgSynthCellArea,12.4,um2
placed_design,dpl.hpwl,2950,um
floorplanning,ios,30,
clocking,cts_buffers,3,
synthesis,syn-cell-area,2400,um2
clocking,clockBufferDepth,2,
floorplanning,row_count,27,
clocking,holdBufCountCts,0,
floorplanning,die_y,79.4,um
synthesis,synth-edff-count,33,
synthesis,ys_sh_aoi,0.113,
floorplanning,die_width,79.4,um
placed_design,port_buffers,27,
synthesis,synthAdderAreaFrac,0.0209,
synthesis,mux_share,0.0460,
synthesis,async_reset_ff_frac,0.212,
final_timing,unclocked_pins,43,
synthesis,flop_cell,"edfxtp_1",
clocking,root_buffer,"clkbuf_8",
synthesis,yosys_warnings,2,
floorplanning,fp_util,0.425,
clocking,post_cts_resized,0,
synthesis,ys_ff,52,
clocking,htreeDepth,1,
synthesis,synthTopLogicFamily,"simple AND/OR/NAND/NOR gates",
final_timing,untimed_endpoints,84,
synthesis,ys_chip_area,2400,um2
synthesis,ys_sh_xor,0.0402,
placed_design,gp_congestion,0.789,
synthesis,synth_seq_share,0.596,
synthesis,synth.distinct_cells,49,
synthesis,ys_cells,194,
clocking,post_cts_buffers,0,
synthesis,netlist_instances,194,
synthesis,ys_sh_simple,0.156,
## metrics by stage
step | area, um2 | worst slack, ns | cells | util | hold slack, ns
after detailed placement | 2730 | 0.926 | 287 | 0.484 | 0.448
after global placement | 2730 | 0.936 | 287 | 0.484 | 0.450
after floorplan | 2400 | 1.46 | 194 | - | 0.426
## Yosys cell counts, drive strengths merged, types with 4 or more instances
cell type / n / area (um2)
a21oi: 9 / 45.0
and2: 5 / 31.3
clkbuf: 6 / 22.5
dfrtp: 8 / 200
dfxtp: 8 / 160
edfxtp: 33 / 991
ha: 4 / 50.1
inv: 8 / 30.0
nand2: 11 / 41.3
nand3: 8 / 40.0
nor2: 13 / 48.8
nor4: 4 / 25.0
o21ai: 8 / 40.0
o31ai: 10 / 80.1
xnor2: 7 / 61.3
xor2: 4 / 35.0
## cell families after synthesis
| family | after synthesis |
|---|---|
| DFF | 52 |
| buffers and inverters | 16 |
| muxes | 7 |
| AOI/OAI and AO/OA | 40 |
| adders and majority gates | 4 |
| xor gates and xnor gates | 11 |
| and+or+nand+nor | 64 |
